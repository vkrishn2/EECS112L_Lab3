--- design.v ---
`timescale 1ns / 1ps
module RegFile#(
      parameter DATA_WIDTH   = 32,   
      parameter ADDRESS_WIDTH = 5,  
      parameter NUM_REGS = 32
   )
   (
   input  clk,  
   input  rst, 
   input  rg_wrt_en,  
   input  [ADDRESS_WIDTH-1:0] rg_wrt_dest,  
   input  [ADDRESS_WIDTH-1:0] rg_rd_addr1,  
   input  [ADDRESS_WIDTH-1:0] rg_rd_addr2,  
   input  [DATA_WIDTH-1:0] rg_wrt_data,  
   output wire [DATA_WIDTH-1:0] rg_rd_data1,  
   output wire [DATA_WIDTH-1:0] rg_rd_data2  
   );
integer 	 i;
reg [DATA_WIDTH-1:0] register_file [NUM_REGS-1:0];
always @(negedge clk) begin
  if(rst==1'b1)
    for (i = 0; i < NUM_REGS; i = i + 1)
      register_file[i] <= 0;
  else if(rst==1'b0 && rg_wrt_en==1'b1)
    register_file[rg_wrt_dest] <= rg_wrt_data;
end
assign rg_rd_data1 = register_file[rg_rd_addr1];
assign rg_rd_data2 = register_file[rg_rd_addr2];
endmodule
--- config.mk ---
export PLATFORM = sky130hd
export DESIGN_NAME = RegFile
export DESIGN_NICKNAME = RegFile
export VERILOG_FILES = /design/flow/design.v
export SDC_FILE = /design/flow/constraint.sdc
export NUM_CORES = 4
export LEC_CHECK = 1
export CORE_UTILIZATION = 50
--- run.sh ---
#!/bin/bash
# OpenROAD 26Q1-2900-gdf79404cd8, Yosys 0.63+post, stock flow scripts
make -C /OpenROAD-flow-scripts/flow DESIGN_CONFIG=/design/flow/config.mk WORK_HOME=/design/flow/orfs finish
--- constraint.sdc ---
current_design RegFile

set clk_period 15.5
set clk_io_pct 0.2

create_clock -name clk0 -period $clk_period [get_ports {clk}]

set non_clock_inputs [all_inputs -no_clocks]
set_input_delay [expr $clk_period * $clk_io_pct] -clock clk0 $non_clock_inputs
set_output_delay [expr $clk_period * $clk_io_pct] -clock clk0 [all_outputs]
==> out/metrics.cfg <==
[status]
status = finished, final reports clean

[power]
power.switching_mw = 2.43
leakage_nw = 30.0
power_frac_seq_pct = 40.5
ir_drop_uv = 88.4
p_int_mw = 5.71
p_comb_share_pct = 9.9
swShare_pct = 29.9
pwr-share-clk_pct = 49.6
power_density_nw_per_um2 = 122

[floorplan]
pin_count = 114
coreArea_um2 = 111000
chip_area_um2 = 114000
rows = 122
die_h_um = 337
fp_util_pct = 50.6
die_w_um = 337

[logic_synthesis]
yosys-stat-cells = 4641
yosys_area_um2 = 56200
synth.most_common_cell = and2_1
synthArstFlopShare_pct = 0
yosysTopAreaCell = edfxtp_1
ys_warn_count = 1
mux_share_pct = 18.2
ys_top_cells_by_area = edfxtp_1 55%, mux2i_1 18%, and2_1 11%, a22oi_1 2.6%, a22o_1 2.0%
synthAoiAreaFrac_pct = 6.98
top_cell_area_share_pct = 54.7
yosysSeqAreaShare_pct = 54.7
simple_gate_share_pct = 16.1
avgSynthCellArea_um2 = 12.1
synthAdderAreaFrac_pct = 0
ys_top_logic_family = multiplexers
xor_share_pct = 0
edf_count = 1024
synth_cell_type_count = 31
ys_seq_elements = 1024
synthCells = 4641
synth_area_um2 = 56200
ff_type = edfxtp_1
synthTopCellsByCount = 1026 x and2_1, 1024 x edfxtp_1, 1024 x mux2i_1, 247 x clkbuf_1, 196 x nand2_1

[setup_path]
crit_required_ns = 12.40
path_cells = mux2i_1 -> a22o_1 -> nor3_1 -> a31oi_1 -> nand3_1 -> clkdlybuf4s50_1
cp.arrival_ns = 10.57
cp-end-kind = output port
critPathLaunch = register_file[2][11]$_SDFFCE_NN0P_
startpoint_type = flop
path_class = flop to output port
worstPathMaxFanout = 2
cp_slowest_cell = nor3_1
slowest_delay_ns = 0.58

[final_timing]
tns_ns = 0
maxSlewHeadroom_pct = 30.0
hold_violations = 0
slew_viol_final = 0
worst_pin_slew_ns = 1.05
grt_setup_unrepaired = false
setup_violations = 0

[clock_network]
cts_tree = yes
post_cts_buffers = 0
h-tree-depth = 3
cts_buffers = 120
clock-sinks = 1024
cts_resized = 0
cts_root_buffer = clkbuf_16
clk_pin_slew_ns = 0.04
ctsHoldBuffers = 0
cts_buffer_depth = 3

[cells_and_area]
flop_area_um2 = 30700
largest_register = register_file
fin_area_um2 = 66700
largest_reg_flops = 1024
reg.largest.list = register_file (1024)
drive_gt1_share_pct = 7.60
filler_cell_count = 8757
final_core_util_pct = 60.1
syn_to_final_growth_pct = 18.8
comb_area_um2 = 23400

[routing]
drt-initial-drc-count = 2919
dr.pass1.iters = 6
routed_wl_um = 198000
routedWlPerCell_um = 27.5
drc = 0
drtAntennaViolNets = 0
vias_per_cell = 5.80
vias = 41797

[hold_path]
hold_end = rg_rd_data1[16]
hp-class = input pin to output port
worstHoldPathCells = 6
hold_start = rg_rd_addr1[1]

[grt]
grt_pass1_wl_um = 282000
grt_usage_pct = 38.1
grt-ovfl-total = 0
grt_max_degree = 91
grt_pass1_vias = 44152
grt_antenna_before_repair = 6

[place]
portBuffers = 113
placed_area_um2 = 58700
place_congestion = 0.896
hpwl_um = 109000

[job]
maxCapViolCount = 0
warnings = 1027

## cells in the final DEF (no fill, tap or decap), drive strengths merged, types with 64 or more instances in the layout
master | netlist | layout
buf | 179 | 162
nor3 | 64 | 64
nand3 | 194 | 194
and2 | 1026 | 1026
a21oi | 192 | 192
nand2 | 196 | 196
edfxtp | 1024 | 1024
clkbuf | 269 | 121
a22oi | 192 | 192
inv | 1 | 1070
mux2i | 1024 | 1024
clkdlybuf4s50 | 0 | 111
a22o | 128 | 128
a31oi | 64 | 64
## worst max-delay path by stage
stage	cells after the start	slack, ns	endpoint
final	6	1.83	rg_rd_data1[11]
after CTS	6	1.89	rg_rd_data1[11]
after global routing	6	1.72	rg_rd_data2[13]
## area by class of cell
type / instances / share of cell area [%]
clock inverters: 1125 / 7.51
flip-flops and latches: 1024 / 46.1
clock buffers: 121 / 4.54
well taps: 1488 / 2.79
diodes: 5 / 0.0187
multi-input cells: 3168 / 35.1
repair buffers: 273 / 3.96
## power groups by stage
stage         Clock [mW]  Sequential [mW]  Combinational (mW)
CTS                 4.15             3.30               0.800
global route        4.46             3.31               0.853
finish              4.04             3.30               0.809
## layer usage
metal	vias to the layer above	part of all wire, %	global-route usage [%]
met4	10	4.7	19.2
met1	20008	36	48.1
met2	2402	44	51.5
met5	-	0.045	0.511
li1	18938	-	-
met3	439	15	25.6
## cell families after synthesis
logic type / count (synthesis)
AND/OR/NAND/NOR: 1568
AND-OR/OR-AND: 576
multiplexers: 1024
flip-flops: 1024
buffers and inverters: 449
## per-stage QoR
| stage | power, mW | cells | worst slack [ns] | hold slack (ns) |
|---|---|---|---|---|
| 3_3_place_gp | 4.51 | 5954 | 1.49 | 7.42 |
| 4_1_cts | 8.24 | 7199 | 1.89 | 7.42 |
| 6_report | 8.15 | 7204 | 1.83 | 7.38 |
| 2_1_floorplan | 4.16 | 4641 | 2.98 | 6.46 |
| 3_5_place_dp | 4.52 | 5954 | 1.51 | 7.42 |
| 5_1_grt | 8.63 | 7199 | 1.72 | 7.49 |
## worst max-delay path: cells and delay by family, from the launching register on
kind | cells | cell delay (ns)
AND/OR/NAND/NOR | 2 | 0.71
buffers and inverters | 1 | 0.53
AND-OR/OR-AND | 2 | 0.42
flip-flops | 1 | 0.35
multiplexers | 1 | 0.08
No activity file was given, so power comes from the tool's default toggle rates.
