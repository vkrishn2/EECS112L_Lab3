==> design/flow/design.v <==
`timescale 1ns / 1ps
module imm_Gen(
    input logic [31:0] inst_code,
    output logic [31:0] Imm_out);
always_comb
    case(inst_code[6:0])
        7'b0000011       : 
            Imm_out = {inst_code[31]? 20'b11111111111111111111:20'b0 , inst_code[31:20]};
        7'b0010011       :
            if(inst_code[14:12] == 3'b101 || inst_code[14:12] == 3'b001)
              Imm_out = {27'b0 , inst_code[24:20]};
            else
              Imm_out = {inst_code[31]? 20'b11111111111111111111:20'b0 , inst_code[31:20]};
        7'b0100011      : 
            Imm_out = {inst_code[31]? 20'b11111111111111111111:20'b0 , inst_code[31:25], inst_code[11:7]};
        7'b0110111   :
            Imm_out = {inst_code[31:12], 12'b0 };
        7'b0010111  :  
            Imm_out = {inst_code[31:12], 12'b0 };
        7'b1101111  :  
            Imm_out = {inst_code[31]? 11'b11111111111:11'b0 , inst_code[31], inst_code[19:12], inst_code[20], inst_code[30:21], 1'b0};
        7'b1100111  :  
            Imm_out = {inst_code[31]? 20'b11111111111111111111:20'b0 , inst_code[31:20]};
        7'b1100011  :  
            Imm_out = {inst_code[31]? 19'b1111111111111111111:19'b0 , inst_code[31], inst_code[7], inst_code[30:25], inst_code[11:8], 1'b0};
        default                    : 
            Imm_out = {32'b0};
    endcase
endmodule
==> design/flow/run.sh <==
#!/bin/bash
# OpenROAD 26Q1-2900-gdf79404cd8, Yosys 0.63+post, stock flow scripts
make -C /OpenROAD-flow-scripts/flow DESIGN_CONFIG=/design/flow/config.mk WORK_HOME=/design/flow/orfs finish
==> design/flow/config.mk <==
export PLATFORM = sky130hd
export DESIGN_NAME = imm_Gen
export DESIGN_NICKNAME = imm_Gen
export VERILOG_FILES = /design/flow/design.v
export SDC_FILE = /design/flow/constraint.sdc
export NUM_CORES = 4
export LEC_CHECK = 1
export CORE_AREA = 10 10 70 70
export DIE_AREA = 0 0 80 80
==> design/flow/constraint.sdc <==
current_design imm_Gen

set clk_period 3.6
set clk_io_pct 0.2

create_clock -name clk0 -period $clk_period

set non_clock_inputs [all_inputs -no_clocks]
set_input_delay [expr $clk_period * $clk_io_pct] -clock clk0 $non_clock_inputs
set_output_delay [expr $clk_period * $clk_io_pct] -clock clk0 [all_outputs]
==> impl_metrics.toml <==
# generated from flow reports
[final_timing]
tns_ps = 0
min_period_over_period_pct = 96.1
whs_ps = 2390
slew_viol_final = 0
fmax_ghz = 0.289
hold_viol = 0
worstMarginPinSlew_ps = 333
fin_ws_ps = 139
rsz0062_at_grt = "no"
fin_crit_ps = 3460
slew_headroom_pct = 77.7
setup_viol_count_final = 0

[route]
finalWirelength_um = 2580
insertedDiodeCount = 0
num_vias = 766
wl_per_cell_um = 14.6
drc = 0
drt_iter0_drc = 28
ant_nets = 0
vias_per_cell = 4.33
drtPass1Iterations = 4

[critical_path]
start_kind = "primary input"
crit_type = "in2out"
slowest_stage = "clkdlybuf4s50_1"
critPathTopFamily = "buffers and inverters"
crit_path_max_incr_delay_ps = 500
critPathBufInv = 2
critical_path_depth = 6
crit_chain = "clkdlybuf4s50_1 -> or2_4 -> or3_1 -> a21oi_2 -> a22o_1 -> clkdlybuf4s50_1"
cp-end-kind = "output port"
cp.arrival_ps = 2740
worstPathMaxFanout = 6
cp.required_ps = 2880
crit_top_cell = "clkdlybuf4s50_1"

[power_and_ir_drop]
power_switching_w = 0.0000254
ir_worst_vdd_uv = 19.2
p_comb_share_pct = 100.0
power_density_nw_per_um2 = 66.5
internal-power_w = 0.0000536
seqPwrFrac_pct = 0
switching_share_pct = 32.2
power.share.clock_pct = 0
p_leak_nw = 0.588

[final_layout]
nClkBuffers = 0
layout_top_cell = "clkdlybuf4s50_1"
fillerInstances = 359
syn2layout_area_growth_pct = 144
drive_gt1_share_pct = 6.11
design_area_um2 = 1190
lay_top_cells = "clkdlybuf4s50_1 (64), a21o_1 (21), nand2_1 (7)"
design.seq.count = 0
register_area_um2 = 0
comb_area_um2 = 460

[worst_hold_path]
whs_endpoint = "Imm_out[10]"
hold_path_depth = 3
hold_path_startpoint = "inst_code[30]"
hp-class = "in2out"

[clock_network]
post_cts_buffers = 0
cts_resized = 0
hold_buffers = 0

[placement]
dp_slack_ps = 130
gp_congestion = 0.843
io_buffers = 64
dp_hpwl_um = 2200
place_area_um2 = 1190

[synthesis]
synth_seq_share_pct = 0
synth_cell_types = 30
yosys_cells = 67
synth_area_um2 = 488
synthCells = 67
syn_area_per_cell_um2 = 7.28
yosys-stat-area_um2 = 488
synth_warnings = 1

[die]
boundaryPins = 64
dieWidth_um = 80
row_count = 21
die_area_um2 = 6400
initCoreUtil_pct = 14.3
coreArea_um2 = 3420
die_h_um = 80

[global_routing]
grtUsageTotal_pct = 7.62
antenna_found_initial = 0
grt_pass1_vias = 836
grt.overflow.total = 0
grt_max_degree = 12
grt_pass1_wl_um = 4040

[run]
tool_warnings = 32
max-cap-violations = 0

[status]
status = "finished clean"
## per-layer routing
layer	share of wire, %	track usage, %	vias to the layer above
li1	-	-	387
met1	43	9.95	331
met2	37	10.5	48
met3	19	5.45	0
met4	0	0	0
met5	0	0	-
## cell families after synthesis
group	share of synthesized area (%)
AND-OR/OR-AND	62.6
buffers and inverters	5.64
AND/OR/NAND/NOR	31.8
## worst max-delay path by stage
| stage | endpoint | startpoint | slack [ps] |
|---|---|---|---|
| global route | Imm_out[8] | inst_code[5] | 7 |
| CTS | Imm_out[3] | inst_code[6] | 120 |
| finish | Imm_out[2] | inst_code[6] | 140 |
## area by class of cell
cell class                 instances  area share, %
inverter                           2          0.632
multi-input combinational         62           38.7
tap                               46           4.84
timing repair buffer              67           55.8
## per-stage QoR
stage,cells,utilization [%],total power (W)
2_1_floorplan,67,-,0.0000208
3_3_place_gp,177,34.8,0.0000784
3_5_place_dp,177,34.8,0.0000793
4_1_cts,177,34.8,0.0000799
5_1_grt,177,34.8,0.0000862
6_report,177,34.8,0.0000790
## power by group through the flow
stage	logic (W)	clock network [W]	registers, W
CTS	0.0000799	0	0
global route	0.0000862	0	0
finish	0.0000790	0	0
## synth_stat cells (2+ instances only)
master,count,area (um2)
and2_1,6,37.5
and3b_1,2,17.5
nand2_1,7,26.3
a21o_1,21,158
inv_1,2,7.51
a22o_1,4,35.0
o22ai_1,2,12.5
Power figures rest on the tool's default switching activity, not on a simulated workload.
