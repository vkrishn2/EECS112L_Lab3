**run.sh**
```bash
#!/bin/bash
# OpenROAD 26Q1-2900-gdf79404cd8, Yosys 0.63+post, stock flow scripts
make -C /OpenROAD-flow-scripts/flow DESIGN_CONFIG=/design/flow/config.mk WORK_HOME=/design/flow/orfs finish
```
**config.mk**
```make
export PLATFORM = sky130hd
export DESIGN_NAME = alu
export DESIGN_NICKNAME = alu
export VERILOG_FILES = /design/flow/design.v
export SDC_FILE = /design/flow/constraint.sdc
export NUM_CORES = 4
export LEC_CHECK = 1
export CORE_UTILIZATION = 40
```
**constraint.sdc**
```tcl
current_design alu

set clk_period 24.6
set clk_io_pct 0.2

create_clock -name clk0 -period $clk_period

set non_clock_inputs [all_inputs -no_clocks]
set_input_delay [expr $clk_period * $clk_io_pct] -clock clk0 $non_clock_inputs
set_output_delay [expr $clk_period * $clk_io_pct] -clock clk0 [all_outputs]
```
**design.v**
```verilog
`timescale 1ns / 1ps
module alu#(
        parameter DATA_WIDTH = 32,
        parameter OPCODE_LENGTH = 4
        )(
        input logic [DATA_WIDTH-1:0]    SrcA,
        input logic [DATA_WIDTH-1:0]    SrcB,
        input logic [OPCODE_LENGTH-1:0]    Operation,
        output logic[DATA_WIDTH-1:0] ALUResult
        );
        always_comb
        begin
            ALUResult = 'd0;
            case(Operation)
            4'b0000:         
                    ALUResult = SrcA & SrcB;
            4'b0001:         
                    ALUResult = SrcA | SrcB;
            4'b0010:         
                    ALUResult = SrcA + SrcB;
	          4'b0011:         
	                  ALUResult=SrcA^SrcB;
            4'b0110:         
                    ALUResult = $signed(SrcA) - $signed(SrcB);
            4'b0100:
                    ALUResult = SrcA << $signed(SrcB);
            4'b0101:
                    ALUResult = SrcA >> $signed(SrcB);
            4'b0111:
                    ALUResult = $signed(SrcA) >>> $signed(SrcB);
            4'b1000:
                    ALUResult = ($signed(SrcA) == $signed(SrcB));
            4'b1001:
                    ALUResult = ($signed(SrcA) != $signed(SrcB));
            4'b1010:
                    ALUResult = $signed(SrcA) < $signed(SrcB);
            4'b1011:
                    ALUResult = $signed(SrcA) >= $signed(SrcB);
            4'b1100:
                    ALUResult = $unsigned(SrcA) < $unsigned(SrcB);
            4'b1101:
                    ALUResult = $unsigned(SrcA) >= $unsigned(SrcB);
            4'b1110:
                    ALUResult = $signed(SrcB);
            default:
                    ALUResult = 'b0;
            endcase
        end
endmodule
```
==> reports/metrics.csv <==
stage;metric;value;unit
status;status;finished, final reports clean;
final_timing;worst_slew_pin_slew;1096;ps
final_timing;setup_viol;0;
power;leakagePower;4.186;nW
cts;holdBufCountCts;0;
placement;io_buffer_count;100;
setup_path;arrival;9780;ps
detailed_routing;drtPass1Iterations;6;
cts;post_cts_buffers;0;
detailed_routing;vias;12200;
power;switchingPower;0.0001382;W
detailed_routing;wl_per_cell;27.64;um
cells_and_area;seq_cells;0;
power;vdd_drop_max;0.01610;mV
die;fp_util;41.19;%
cells_and_area;area_growth;11.62;%
synth;synth_area;9410;um^2
final_timing;max_freq;68.02;MHz
setup_path;crit_type;in -> out;
final_timing;holdWs;10730;ps
detailed_routing;initialDrtViolationCount;1236;
cells_and_area;regArea;0;um^2
grt;grt-ovfl-total;0;
grt;grt_usage;42.27;%
synth;ys_types;77;
die;boundaryPins;100;
final_timing;post-route-period-util;59.77;%
die;die_w;155.4;um
run;maxCapViolCount;0;
final_timing;relSlewSlack;26.67;%
setup_path;cp_max_fo;25;
power;combPwrFrac;100.0;%
final_timing;rsz0062_at_grt;false;
synth;avgSynthCellArea;6.274;um^2
synth;ys_seq_share;0;%
detailed_routing;ant_nets;0;
synth;syn_inst;1500;
synth;yosys_cells;1500;
die;die_h;155.4;um
cells_and_area;clkbuf_count;0;
power;switching_share;62.19;%
grt;grt_pass1_wl;74580;um
cts;cts_resized;0;
run;warnings;98;
die;dieArea;24140;um^2
grt;grt_pass1_vias;11050;
synth;topCellsByArea;ha_1 13%, a21oi_1 8.9%, o21ai_0 6.5%;
final_timing;fin_tns_setup;0;ps
final_timing;hold_viol;0;
grt;grt_max_degree;62;
placement;hpwlAfterDp;39420;um
setup_path;critPathRequiredTime;19680;ps
grt;antenna_found_initial;1;
cells_and_area;num-fill-cells;2477;
final_timing;period_minus_slack;14700;ps
placement;gp_congestion;1.109;
power;pwr-share-clk;0;%
synth;top_cells_by_count;167 x a21oi_1, 152 x nand2_1, 151 x nor2_1, 122 x o21ai_0, 98 x ha_1;
synth;synth_top_area_share;13.03;%
setup_path;worstSetupEndpointType;primary output;
die;core_area;22850;um^2
cells_and_area;mi_logic_area;8538;um^2
die;row_count;55;
detailed_routing;drc;0;
detailed_routing;vias_per_cell;6.713;
synth;largest_area_cell;ha_1;
synth;synthMostInstantiatedCell;a21oi_1;
setup_path;start_kind;input pin;
cells_and_area;drive_gt1_share;5.382;%
hold_path;holdCritPathClass;in -> out;
detailed_routing;diodes;0;
power;share_seq_of_total_power;0;%
synth;ys_area;9410;um^2
final_timing;maxSlewViolCount;0;
detailed_routing;wirelength;50240;um
power;power_density;21.16;nW/um^2
synth;yosys_warnings;1;
power;p_int;0.00008403;W
-- per-layer routing --
layer  share of wire [%]  track usage (%)  up-vias
li1                    -                -     5578
met1                  41            59.83     5660
met2                  43            63.46      815
met3                 9.3            3.858      151
met4                 6.9            23.25        0
met5                   0                0        -
-- metrics by stage --
stage          worst slack, ps  util (%)  power [W]  area, um^2  std cells
2_1_floorplan            11440         -  0.0001334        9410       1500
3_3_place_gp             10120     45.97  0.0002169       10500       1818
3_5_place_dp             10160     45.97  0.0002148       10500       1818
5_1_grt                   9746     45.97  0.0002385       10500       1818
6_report                  9898     45.97  0.0002223       10500       1818
4_1_cts                  10130     45.97  0.0002162       10500       1818
-- cells in the final DEF, fill, tap and decap left out, types with 8 or more instances in the layout --
cell type,n
o31ai_1,17
nor2_1,150
inv_1,89
a221oi_1,21
o2111ai_1,12
o21ai_0,122
o22ai_1,17
clkdlybuf4s50_1,94
and2_1,10
nand3_1,23
a31oi_1,19
nor4_1,13
mux2_2,10
a2111oi_0,8
mux4_2,15
buf_4,33
o21bai_1,13
a21o_1,21
nor2b_1,13
nor3_1,54
xnor2_1,21
ha_1,98
mux2i_1,55
a21oi_1,167
a221o_1,10
o211ai_1,20
a211oi_1,52
a22oi_1,21
nand2_1,152
nand2b_1,16
o21a_1,11
-- path summary, 6_finish.rpt --
check / start / end / slack [ps] / cells after the start
hold / removal: Operation[2] / ALUResult[0] / 10730 / 4
setup / recovery: SrcB[5] / ALUResult[29] / 9900 / 14
-- cell families (layout without fill, tap and decap cells) --
kind of cell / Yosys count / after routing / share of synthesized area (%)
AND-OR/OR-AND: 596 / 596 / 41.31
multiplexers: 80 / 80 / 10.64
adder cells (fa/ha/maj): 100 / 100 / 13.46
buffers and inverters: 223 / 228 / 9.414
AND/OR/NAND/NOR: 474 / 474 / 22.67
XOR/XNOR: 27 / 27 / 2.513
-- final cells by class --
type / instances / share of cell area (%)
tap: 313 / 3.728
timing repair buffer: 132 / 11.55
inverter: 96 / 3.431
multi-input combinational: 1277 / 81.29
-- power groups by stage --
stage	clock, W	combinational, W	sequential [W]
after CTS	0	0.000216	0
after global routing	0	0.000238	0
final	0	0.000222	0
-- critical path: stages --
cell             delay [ps]
clkdlybuf4s50_1         450
buf_4                   310
clkinv_1                460
ha_1                    580
inv_1                   140
nor3_1                  730
a311o_1                 310
o221ai_2                150
o41ai_1                 480
a21o_1                  260
a221oi_2                100
xnor2_1                 160
a221o_1                 320
clkdlybuf4s50_1         400
No activity file was given, so power comes from the tool's default toggle rates.
